[/design/flow/config.mk]
export PLATFORM = sky130hd
export DESIGN_NAME = ad
export DESIGN_NICKNAME = ad
export VERILOG_FILES = /design/flow/design.v
export SDC_FILE = /design/flow/constraint.sdc
export NUM_CORES = 4
export LEC_CHECK = 1
export CORE_AREA = 10 10 70 70
export DIE_AREA = 0 0 80 80
[/design/flow/constraint.sdc]
current_design ad

set clk_period 1.0
set clk_io_pct 0.2

create_clock -name clk0 -period $clk_period [get_ports {ad_clk}]

set non_clock_inputs [all_inputs -no_clocks]
set_input_delay [expr $clk_period * $clk_io_pct] -clock clk0 $non_clock_inputs
set_output_delay [expr $clk_period * $clk_io_pct] -clock clk0 [all_outputs]
[/design/flow/design.v]
`timescale 1ns / 1ps
module ad(
          input ad_clk,
			 input [11:0] ad1_in,
			 output reg [11:0] ad_ch1
			);
always @(posedge ad_clk)
begin            
    ad_ch1[11] <= ad1_in[0];  
    ad_ch1[10] <= ad1_in[1];  
    ad_ch1[9] <= ad1_in[2];  
    ad_ch1[8] <= ad1_in[3];  
    ad_ch1[7] <= ad1_in[4];  
    ad_ch1[6] <= ad1_in[5];  
    ad_ch1[5] <= ad1_in[6];  
    ad_ch1[4] <= ad1_in[7];  
    ad_ch1[3] <= ad1_in[8];  
    ad_ch1[2] <= ad1_in[9];  
    ad_ch1[1] <= ad1_in[10];  
    ad_ch1[0] <= ad1_in[11];	  
end 
endmodule
[/design/flow/run.sh]
#!/bin/bash
# OpenROAD 26Q1-2900-gdf79404cd8, Yosys 0.63+post, stock flow scripts
make -C /OpenROAD-flow-scripts/flow DESIGN_CONFIG=/design/flow/config.mk WORK_HOME=/design/flow/orfs finish
==> reports/qor.csv <==
stage;metric;value;unit
outcome;outcome;finished, final reports clean;
sta;finalMaxSlewViolations;0;
route;routedWlPerCell;7.88;um
route;avgViaCountPerCell;2.22;
sta;clock.fmax;1.06;GHz
cells_and_area;syn_to_final_growth;126;%
placement;gp_congestion;0.712;
flow_run;warning_count;25;
cells_and_area;layout-drive-gt1-share;0.231;
route;antenna_left;0;
die;rows;21;
yosys;synth_seq_share;1.00;
route;drc;0;
pwr;total_power;0.850;mW
yosys;postSynthCellCount;12;
yosys;topCellsByArea;dfxtp_1 (100%);
clock_tree;hold_buffers;0;
global_route;grt_pass1_wl;1000;um
critical_path;critPathKind;reg -> out;
global_route;antenna_found_initial;0;
critical_path;cp.required;0.80;ns
cells_and_area;comb_cells;0;
clock_tree;cts_buffers;3;
route;wl;670;um
sta;slew_headroom;0.956;
flow_run;cap_viol_max_count;0;
critical_path;cp_cell_sequence;clkdlybuf4s15_1;
sta;min_period_over_period;0.939;
critical_path;cp-end-kind;output port;
clock_tree;cts_buffer_depth;2;
sta;tightest_slew;0.0665;ns
placement;dp.cells;82;
critical_path;crit_slowest_cell;dfxtp_1;
global_route;globalRouteOverflowTotal;0;
global_route;grt_max_degree;7;
die;io-pin-count;25;
clock_tree;htree_levels;1;
yosys;ys_warn_count;1;
cells_and_area;fin_util;0.159;
critical_path;worst-path-max-fanout;1;
sta;fin_crit;0.939;ns
global_route;grt_usage;0.0217;
sta;rsz0062_at_grt;no;
die;core;3420;um2
clock_tree;cts-root-buf;clkbuf_4;
critical_path;critical_path.top_delay_family;flip-flops;
cells_and_area;top_register;ad_ch1;
route;vias;189;
yosys;synth_flops;12;
cells_and_area;fillerInstances;387;
sta;hold_violations;0;
critical_path;start_kind;flop;
die;die_w;80;um
clock_tree;cts_tree;done;
sta;tns;0;ns
yosys;ys_cells;12;
clock_tree;clock-sinks;12;
cells_and_area;post_layout_nonfiller_instances;85;
route;drt_pass1_iterations;2;
yosys;ys_area;240;um2
cells_and_area;top_regs;ad_ch1: 12 flops;
yosys;syn_area;240;um2
cells_and_area;largest_reg_flops;12;
die;die_y;80;um
yosys;yosys.area.top_type;dfxtp_1;
yosys;synth_cell_type_count;1;
critical_path;arrival;0.74;ns
route;drtIter0Drc;1;
pwr;p_leak;0.215;nW
yosys;top_cell_area_share;1.00;
die;fp-utilization;0.0703;
route;n_antenna_cell;0;
global_route;grt_pass1_vias;209;
critical_path;critical_path_buf_inv_count;1;
yosys;synth_area_per_cell;20.0;um2
pwr;peakVddDrop;0.791;mV
sta;hold_ws;0.370;ns
critical_path;slowest_delay;0.31;ns
sta;setup_viol;0;
min_path;holdCritPathClass;in -> reg;
die;design.die.area;6400;um2
placement;numPortBuffers;24;
clock_tree;cts.clk_slew.worst_paths;0.07;ns
pwr;power.density;1570;nW/um2
cells_and_area;comb_area;0;um2
## cell families (layout without fill, tap and decap cells)
kind of cell | count (synthesis) | in the layout | synth area share
flops | 12 | 12 | 1.00
buf+inv | 0 | 27 | 0
## metal layers
layer  vias to the layer above  track usage  part of all wire
li1                         90            -                 -
met1                        72       0.0286              0.49
met2                        27       0.0120              0.16
met3                         0       0.0398              0.34
met4                         0      0.00176                 0
met5                         -            0                 0
## layout make-up
| cell class | count | area (um2) | share of cell area |
|---|---|---|---|
| clock buffers | 3 | 22.5 | 0.0415 |
| flip-flops and latches | 12 | 243 | 0.447 |
| well taps | 46 | 57.6 | 0.106 |
| repair buffers | 24 | 220 | 0.406 |
## through the flow
stage / setup WS, ns / cell area [um2]
after floorplan: 0.538 / 240
final: 0.0610 / 543
after global placement: 0.0279 / 538
after global routing: 0.00382 / 543
after detailed placement: 0.0233 / 538
after CTS: 0.00815 / 553
## layout by cell type, fill, tap and decap left out
cell and instances:
clkdlybuf4s50_1 12, dfxtp_1 10, clkdlybuf4s15_1 8, clkbuf_2 4, clkbuf_4 3, dfxtp_2 2
## synth_stat cells, drive strengths merged
cell   instances
dfxtp         12
## repair_timing
item | CTS | global route
endpoints found under the setup margin | 12 | 10
buffers inserted | 0 | 0
gates cloned | 0 | 0
resized | 18 | 12
pin swaps | 0 | 0
## worst paths after layout
path | depth (start not counted) | to | slack, ns | startpoint
min | 1 | ad_ch1[9] | 0.37 | ad1_in[2]
max | 1 | ad_ch1[11] | 0.06 | ad_ch1[11]
## power by group
| part | switching, mW | internal [mW] |
|---|---|---|
| sequential | 0.00602 | 0.504 |
| clock | 0.128 | 0.138 |
| combinational | 0.00847 | 0.0641 |
No activity file was given, so power comes from the tool's default toggle rates.
